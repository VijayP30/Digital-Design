### config.mk
export PLATFORM = sky130hd
export DESIGN_NAME = traffic_light_controller
export DESIGN_NICKNAME = traffic_light_controller
export VERILOG_FILES = /design/flow/design.v
export SDC_FILE = /design/flow/constraint.sdc
export NUM_CORES = 4
export LEC_CHECK = 1
export CORE_UTILIZATION = 50
export SYNTH_HDL_FRONTEND = slang
### constraint.sdc
current_design traffic_light_controller

set clk_period 5.0
set clk_io_pct 0.2

create_clock -name clk0 -period $clk_period [get_ports {clk}]

set non_clock_inputs [all_inputs -no_clocks]
set_input_delay [expr $clk_period * $clk_io_pct] -clock clk0 $non_clock_inputs
set_output_delay [expr $clk_period * $clk_io_pct] -clock clk0 [all_outputs]
### design.v
package light_package;
typedef enum logic[1:0] {red,yellow,green} colors;
endpackage
import light_package ::*;            
module traffic_light_controller(
  input  clk, reset, 
         s_s, l_s, n_s,   
  output colors str_light, left_light, ns_light);     
  typedef enum {GRR, YRR, ZRR, HRR,               
                RGR, RYR, RZR, RHR, 	          
                RRG, RRY, RRZ, RRH} tlc_states;   
  tlc_states    present_state, next_state;
  int     ctr5, next_ctr5,        
          ctr10, next_ctr10;      
  always_ff @(posedge clk)
    if(reset) begin
	    present_state <= RRH;
      ctr5          <= 0;
      ctr10         <= 0;
    end  
	  else begin
	    present_state  <= next_state;
      ctr5           <= next_ctr5;
      ctr10          <= next_ctr10;
    end  
  always_comb begin
    next_state = RRH;             
    next_ctr5  = 0; 	          
    next_ctr10 = 0;
    case(present_state)
	  GRR: begin
        if (ctr5 == 4 || ctr10 == 9) begin
          next_state = YRR;
          next_ctr5 = 0;
          next_ctr10 = 0;
        end
        else begin
          next_state = GRR;
          next_ctr5 = (ctr5 != 0) ? ctr5 + 1 : (!s_s) ? 1 : 0;
          next_ctr10 = (ctr10 != 0) ? ctr10 + 1 : (s_s && (l_s || n_s)) ? 1 : 0;
        end
      end
    YRR: next_state = ZRR;
    ZRR: next_state = HRR;
    HRR: next_state = (l_s) ? RGR : (n_s) ? RRG : (s_s) ? GRR : HRR;
    RGR: begin
        if (ctr5 == 4 || ctr10 == 9) begin
          next_state = RYR;
          next_ctr5 = 0;
          next_ctr10 = 0;
        end
        else begin
          next_state = RGR;
          next_ctr5 = (ctr5 != 0) ? ctr5 + 1 : (!l_s) ? 1 : 0;
          next_ctr10 = (ctr10 != 0) ? ctr10 + 1 : (l_s && (s_s || n_s)) ? 1 : 0;
        end
      end
    RYR: next_state = RZR;
    RZR: next_state = RHR;
    RHR: next_state = (n_s) ? RRG : (s_s) ? GRR : (l_s) ? RGR : RHR;
    RRG: begin
        if (ctr5 == 4 || ctr10 == 9) begin
          next_state = RRY;
          next_ctr5 = 0;
          next_ctr10 = 0;
        end
        else begin
          next_state = RRG;
          next_ctr5 = (ctr5 != 0) ? ctr5 + 1 : (!n_s) ? 1 : 0;
          next_ctr10 = (ctr10 != 0) ? ctr10 + 1 : (n_s && (s_s || l_s)) ? 1 : 0;
        end
      end
    RRY: next_state = RRZ;
    RRZ: next_state = RRH;
    RRH: next_state = (s_s) ? GRR : (l_s) ? RGR : (n_s) ? RRG : RRH;
    endcase
  end
  always_comb begin
    str_light  = red;       
    left_light = red;	    
    ns_light   = red;
    case(present_state)     
      GRR:     str_light  = green;
      YRR,ZRR: str_light  = yellow;   
      RGR:     left_light = green;
      RYR,RZR: left_light = yellow;
      RRG:     ns_light   = green;
      RRY,RRZ: ns_light   = yellow;
    endcase
  end
endmodule
### run.sh
#!/bin/bash
# OpenROAD 26Q1-2900-gdf79404cd8, Yosys 0.63+post, stock flow scripts
make -C /OpenROAD-flow-scripts/flow DESIGN_CONFIG=/design/flow/config.mk WORK_HOME=/design/flow/orfs finish
==> load_flow_metrics.sql <==
-- implementation run metrics
INSERT INTO impl_metrics (metric_group, metric, value, unit) VALUES
('clocking', 'cts_inserted_buffers', '9', ''),
('grt', 'grt_antenna_before_repair', '0', ''),
('grt', 'total_global_routing_track_utilization', '18.97', '%'),
('sta', 'max_freq', '393.4', 'MHz'),
('yosys', 'post_synth_num_cell_types', '45', ''),
('sta', 'finalCritPeriodShare', '50.83', '%'),
('critical_path', 'rrSetupSlack', '2.94', 'ns'),
('grt', 'grt_overflow_total', '0', ''),
('sta', 'timing.final.crit_period', '2.542', 'ns'),
('place', 'placedCellCount', '527', ''),
('route', 'num_antenna_cells', '0', ''),
('route', 'route.final.wire_length', '6.751', 'mm'),
('power_and_ir_drop', 'total_switching_power', '0.2430', 'mW'),
('grt', 'grt_first_pass_wirelength', '11.43', 'mm'),
('layout', 'sequential_cell_area', '1521', 'um^2'),
('run_status', 'run_status', 'finished, final reports clean', ''),
('sta', 'hold_violations', '0', ''),
('yosys', 'post_synth_inst_count', '435', ''),
('job', 'tool_warnings', '28', ''),
('floorplanning', 'core', '7292', 'um^2'),
('yosys', 'synth_area_per_cell', '8.672', 'um^2'),
('place', 'place.port_buffers', '10', ''),
('layout', 'final_layout_top_logic_cells', 'dfxtp_1 (76), nor2_1 (68), xnor2_1 (42)', ''),
('yosys', 'number_of_flip_flops_and_latches_in_the_synthesized_netlist', '76', ''),
('critical_path', 'crit-reg2reg-launch', 'ctr10[24]', ''),
('min_path', 'timing.hold.worst_endpoint', 'present_state[5]', ''),
('critical_path', 'max_stage_delay', '0.64', 'ns'),
('critical_path', 'worstSetupPathType', 'primary input to register', ''),
('route', 'drt_pass1_iterations', '4', ''),
('floorplanning', 'num_rows', '31', ''),
('job', 'timing.max_cap.violations', '0', ''),
('place', 'place_hpwl', '4.581', 'mm'),
('floorplanning', 'floorplan.die.width', '88.86', 'um'),
('floorplanning', 'floorplanUtilization', '51.73', '%'),
('min_path', 'hold_start', 'present_state[8]', ''),
('layout', 'drive_gt1_share', '10.36', '%'),
('sta', 'rsz0062_at_grt', 'no', ''),
('critical_path', 'cp_max_stage_cell', 'clkdlybuf4s50_1', ''),
('critical_path', 'timing.critical_path.required', '5.28', 'ns'),
('grt', 'pin_count_of_the_biggest_net_entering_global_routing', '32', ''),
('yosys', 'synthesis.yosys.warnings', '0', ''),
('min_path', 'worstHoldPathType', 'register to register', ''),
('clocking', 'cts_setup_buffers', '0', ''),
('sta', 'clock-skew-final', '0.008807', 'ns'),
('yosys', 'flop_cell', 'dfxtp_1', ''),
('sta', 'worstMarginPinSlew', '0.5500', 'ns'),
('route', 'drcViolationCount', '0', ''),
('place', 'gp_congestion', '0.7977', ''),
('clocking', 'max-clock-path-buffers', '2', ''),
('clocking', 'cts_num_sinks', '76', ''),
('yosys', 'synth-edff-count', '0', ''),
('power_and_ir_drop', 'pwr_density_cell', '255.9', 'nW/um^2'),
('layout', 'fillers', '695', ''),
('layout', 'fin_area', '4069', 'um^2'),
('clocking', 'clkSlewWorstSetupHoldPaths', '0.08', 'ns'),
('power_and_ir_drop', 'netSwitchingFraction', '23.34', '%'),
('route', 'avgRoutedWirePerCell', '12.43', 'um'),
('critical_path', 'type_of_element_launching_the_critical_path', 'primary input', ''),
('clocking', 'tritoncts', 'yes', ''),
('yosys', 'synth-async-reset-ratio', '0', '%'),
('floorplanning', 'floorplan.io_pins', '11', ''),
('power_and_ir_drop', 'fin_total_pwr', '1.041', 'mW'),
('min_path', 'timing.hold.worst_path_depth', '1', ''),
('sta', 'totalNegativeSetupSlack', '0', 'ns'),
('yosys', 'ys_cells', '435', ''),
('clocking', 'clock_tree.htree_level_count', '3', ''),
('yosys', 'postSynthSeqShare', '40.33', '%'),
('route', 'dr.first_iter.drc_count', '77', ''),
('clocking', 'cts_resized', '0', ''),
('layout', 'finish.cell_count_without_fillers', '543', ''),
('critical_path', 'critPathArrivalTime', '2.83', 'ns');
[routing by layer]
layer | vias up | GRT usage [%] | wire length, um
met3 | 7 | 4.352 | 189
li1 | 1510 | - | -
met4 | 0 | 1.613 | 79
met1 | 1279 | 28.57 | 3526
met5 | - | 0 | 0
met2 | 16 | 29.86 | 2956
[logic make-up (layout without fill, tap and decap cells)]
logic type	after synthesis	in the layout	synth area share, %
AND-OR/OR-AND	21	21	3.615
AND/OR/NAND/NOR	234	234	35.62
flip-flops	76	76	40.33
buffers and inverters	39	48	4.842
XOR/XNOR	60	60	13.93
adder cells (fa/ha/maj)	5	5	1.658
[layout make-up]
class | instances | area share, %
Clock buffer | 10 | 3.137
Inverter | 21 | 1.937
Clock inverter | 6 | 1.015
Sequential cell | 76 | 37.39
Timing Repair Buffer | 11 | 2.645
Multi-Input combinational cell | 320 | 50.83
Tap cell | 99 | 3.044
[stage by stage]
stage / worst slack (ns) / util, % / hold slack, ns
after floorplan: 2.922 / - / 0.4103
after global placement: 2.177 / 53.48 / 0.4359
after detailed placement: 2.115 / 53.48 / 0.4564
after CTS: 2.457 / 55.80 / 0.4620
after global routing: 2.289 / 55.80 / 0.4679
final: 2.458 / 55.80 / 0.4596
[sequential cells by signal, summed over array words and instances, names as in the netlist]
register and count:
ctr10 32, ctr5 32, present_state 12
[Yosys cell counts, types with 5 or more instances]
| library cell | instances | area share [%] |
|---|---|---|
| nor4_2 | 5 | 1.7 |
| xnor2_1 | 42 | 9.8 |
| and4_1 | 12 | 2.8 |
| inv_1 | 21 | 2.1 |
| nor2_1 | 68 | 6.8 |
| o21ai_0 | 5 | 0.66 |
| nand2_1 | 28 | 2.8 |
| nor4_1 | 23 | 3.8 |
| a21oi_1 | 8 | 1.1 |
| xor2_1 | 18 | 4.2 |
| nand4_1 | 14 | 2.3 |
| nand3_1 | 21 | 2.8 |
| nor3_1 | 17 | 2.3 |
| ha_1 | 5 | 1.7 |
| nor2_2 | 10 | 1.7 |
| buf_2 | 7 | 0.93 |
| clkbuf_1 | 6 | 0.60 |
| dfxtp_1 | 76 | 40 |
[critical path: cells and delay by family]
family | cells | cell delay (ns)
AND/OR/NAND/NOR | 3 | 1.02
AND-OR/OR-AND | 1 | 0.15
buffers and inverters | 1 | 0.64
[worst max-delay path by stage]
stage,end,from,depth (start not counted)
4_1_cts,ctr10[5],reset,5
5_1_grt,ctr10[6],reset,5
6_report,ctr10[5],reset,5
[power by group through the flow]
stage | sequential [mW] | clock, mW | combinational, mW
final | 0.611 | 0.405 | 0.0251
after global routing | 0.611 | 0.447 | 0.0290
after CTS | 0.611 | 0.422 | 0.0254
